--- design/flow/config.mk ---
export PLATFORM = sky130hd
export DESIGN_NAME = first_counter
export DESIGN_NICKNAME = first_counter
export VERILOG_FILES = /design/flow/design.v
export SDC_FILE = /design/flow/constraint.sdc
export NUM_CORES = 4
export LEC_CHECK = 1
export CORE_AREA = 10 10 70 70
export DIE_AREA = 0 0 80 80
--- design/flow/constraint.sdc ---
current_design first_counter

set clk_period 1.3
set clk_io_pct 0.2

create_clock -name clk0 -period $clk_period [get_ports {clock}]

set non_clock_inputs [all_inputs -no_clocks]
set_input_delay [expr $clk_period * $clk_io_pct] -clock clk0 $non_clock_inputs
set_output_delay [expr $clk_period * $clk_io_pct] -clock clk0 [all_outputs]
--- design/flow/design.v ---
module first_counter (
clock ,  
reset ,  
enable ,  
counter_out  
);  
input clock ;
input reset ;
input enable ;
output [3:0] counter_out ;
wire clock ;
wire reset ;
wire enable ;
reg [3:0] counter_out ;
always @ (posedge clock)
begin : COUNTER  
  if (reset == 1'b1) begin
    counter_out <= #1 4'b0000;
  end
  else if (enable == 1'b1) begin
    counter_out <= #1 counter_out + 1;
  end
end  
endmodule  
--- design/flow/run.sh ---
#!/bin/bash
# OpenROAD 26Q1-2900-gdf79404cd8, Yosys 0.63+post, stock flow scripts
make -C /OpenROAD-flow-scripts/flow DESIGN_CONFIG=/design/flow/config.mk WORK_HOME=/design/flow/orfs finish
==> impl_metrics.env <==
# flow metrics
export IMPL_status="complete, no violations"
export IMPL_nFillCells=402
export IMPL_worst_pin_slew_ns=0.136
export IMPL_chipHeight_um=80
export IMPL_final_comb_area_um2=98.8
export IMPL_critPathSlowestCell="dfxtp_2"
export IMPL_setup_viol=0
export IMPL_grt_max_degree=5
export IMPL_hold_class="flip-flop to flip-flop"
export IMPL_overflow=0
export IMPL_period_minus_slack_ns=1.07
export IMPL_routed_wl_um=490
export IMPL_synth_top_area_share_pct=44.8
export IMPL_core_um2=3420
export IMPL_fp_util_pct=5.24
export IMPL_path_cells="dlygate4sd2_1"
export IMPL_warning_count=25
export IMPL_pwr_density_cell_nw_per_um2=972
export IMPL_crit_path_max_incr_delay_ns=0.32
export IMPL_endpoint="counter_out[2]"
export IMPL_area_leaders="dfxtp_1 (45%), mux2_4 (8.4%), ha_1 (7.0%)"
export IMPL_clock_skew_ns=0.000485
export IMPL_clk_root_buffer_cell="clkbuf_4"
export IMPL_viasPerCell=2.14
export IMPL_clk_path_buf_depth=2
export IMPL_r2r_setup_slack_ns=0.26
export IMPL_io_buffers=6
export IMPL_netlist_instances=16
export IMPL_ys_ff=4
export IMPL_grt_pass1_wl_um=662
export IMPL_edf_count=0
export IMPL_top_area_cell="dfxtp_1"
export IMPL_drv_cap=0
export IMPL_max_freq_mhz=935
export IMPL_ys_seq_share_pct=44.8
export IMPL_synth_cell_types=11
export IMPL_rr_endpoint="counter_out[2]$_SDFFE_PP0P_"
export IMPL_antenna_found_initial=0
export IMPL_largest_reg_flops=4
export IMPL_critPathLaunchType="flip-flop"
export IMPL_hold_viol=0
export IMPL_slew_violations=0
export IMPL_yosysWarnings=1
export IMPL_worst_path_stages=1
export IMPL_critPathRequiredTime_ns=1.04
export IMPL_clock_sinks=4
export IMPL_hold_slack_ns=0.537
export IMPL_drtPass1Iterations=3
export IMPL_grt_util_all_layers_pct=1.55
export IMPL_rsz0062_at_grt="no"
export IMPL_avgSynthCellArea_um2=11.2
export IMPL_cp_max_fo=4
export IMPL_core_rowCount=21
export IMPL_h_tree_depth=1
export IMPL_setup_worst_path_class="flip-flop to output port"
export IMPL_ant_nets=0
export IMPL_async_reset_ff_share_pct=0
export IMPL_postCtsHoldBufs=0
export IMPL_cts_tree="done"
export IMPL_finalClockPeriodUsage_pct=82.3
export IMPL_fin_ws_ns=0.230
export IMPL_final_seq_area_um2=85.1
export IMPL_place_congestion=0.665
export IMPL_vdd_drop_max_mv=0.298
export IMPL_reg_top3="counter_out (4)"
export IMPL_drive_gt1_share_pct=46.4
export IMPL_max_slew_margin_pct=90.7
export IMPL_wl_per_cell_um=6.62
export IMPL_startpoint="counter_out[2]$_SDFFE_PP0P_"
export IMPL_cp_top_family="flip-flops"
export IMPL_syn_cell_area_um2=179
export IMPL_yosys_cells=16
export IMPL_clkTransAtPathRegs_ns=0.04
export IMPL_path_buffers=1
export IMPL_top_cells_by_count="dfxtp_1 (4), nor2_1 (3)"
export IMPL_top_register="counter_out"
export IMPL_pre_cts_ws_ns=0.00487
export IMPL_power_leakage_nw=0.164
export IMPL_drc=0
export IMPL_vias=158
export IMPL_die_area_um2=6400
export IMPL_clkLatencyLatePin_ns=0.23
export IMPL_area_delta_synth_final_pct=93.0
export IMPL_drt_iter0_markers=8
export IMPL_timing_rr_start="counter_out[0]$_SDFFE_PP0P_"
export IMPL_pin_count=7
export IMPL_crit_path_end_kind="output port"
export IMPL_reg2reg_depth=4
export IMPL_yosysMostFrequentCell="dfxtp_1"
export IMPL_n_antenna_cell=0
export IMPL_post_cts_buffers=0
export IMPL_ys_flop_type="dfxtp_1"
export IMPL_cts_buffers=3
export IMPL_grt_pass1_vias=125
export IMPL_cp_arrival_ns=0.81
export IMPL_die_w_um=80
export IMPL_dp_hpwl_um=401
export IMPL_ys_area_um2=179
-- per-stage QoR --
step                utilization, %  total power, mW  setup TNS, ns  std cells  cell area [um^2]
global route                  10.1            0.360              0         74               345
floorplan                        -            0.152              0         16               179
global placement              9.34            0.188       -0.00547         71               319
CTS                           10.0            0.346              0         74               343
finish                        10.1            0.336              0         74               345
detailed placement            9.34            0.189              0         71               319
-- cell type report --
cell class                 instances  area share, %
multi-input combinational         12           28.6
tap                               46           16.7
timing repair buffer               9           23.6
clock buffer                       3           6.52
sequential                         4           24.6
-- cells in the final DEF, fill, tap and decap left out --
master	synthesis	layout
xnor2_1	1	1
dfxtp_2	0	4
ha_1	1	1
dlymetal6s2s_1	0	1
nor2b_1	1	1
nand3b_1	1	1
a21oi_1	1	1
buf_4	0	3
nand4_2	1	1
dlygate4sd2_1	0	3
nor2_1	3	3
clkdlybuf4s50_1	0	2
mux2i_1	1	1
a21bo_2	1	1
mux2_4	1	1
clkbuf_4	0	3
-- layer usage --
metal  global-route usage (%)  vias up  wire length [um]
met5                        0        -                 0
met4                    0.352        0                 6
met3                     2.27        2                81
met2                     1.20        8               162
met1                     1.99       67               240
li1                         -       81                 -
-- cell families (layout without fill, tap and decap cells) --
group	after synthesis	count (layout)	share of synthesized area [%]
AOI/OAI and AO/OA	2	2	8.39
xor gates and xnor gates	1	1	4.90
adders and majority gates	1	1	6.99
buffers and inverters	0	12	0
DFF	4	4	44.8
muxes	2	2	14.0
and+or+nand+nor	6	6	21.0
-- where the power goes --
group	switching, mW	internal (mW)
clock network	0.0485	0.103
registers	0.00549	0.132
logic	0.0175	0.0295
-- what timing repair did --
action,in CTS,in global routing
setup endpoints to repair,4,1
gates cloned,0,0
gates resized,7,1
-- worst min-delay path by stage --
stage / start / slack [ns] / cells past startpoint / endpoint
5_1_grt: counter_out[2]$_SDFFE_PP0P_ / 0.56 / 2 / counter_out[2]$_SDFFE_PP0P_
4_1_cts: counter_out[2]$_SDFFE_PP0P_ / 0.54 / 2 / counter_out[2]$_SDFFE_PP0P_
6_report: counter_out[2]$_SDFFE_PP0P_ / 0.54 / 2 / counter_out[2]$_SDFFE_PP0P_
-- tightest hold or removal path, delay by kind of cell, from the launching register on --
| kind | cells | cell delay [ns] |
|---|---|---|
| flip-flops | 1 | 0.34 |
| AND/OR/NAND/NOR | 1 | 0.10 |
| AND-OR/OR-AND | 1 | 0.06 |
No activity file was given, so power comes from the tool's default toggle rates.
